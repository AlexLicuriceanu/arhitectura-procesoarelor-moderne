**design.v**
```verilog
module adder(input [31:0] ina,inb,
             output reg [31:0] out);
  always@(ina,inb) begin
    out = ina+inb;
  end
endmodule
module mux2_1(input [31:0] ina, inb,
              input sel,
              output [31:0] out);
  assign out=(sel==1'b0) ? ina : inb;
endmodule
`timescale 1ns / 1ps
module ALU(input [3:0] ALUop,        
           input [31:0] ina, inb,     
           output zero,              
           output reg [31:0] out);   
   always@(*)
    begin 
        case(ALUop)
            4'b0000: out <= ina & inb; 
            4'b0001: out <= ina | inb; 
            4'b0010: out <= ina + inb;
            4'b0011: out <= ina ^ inb;
            4'b0100: out <= ina << inb;
            4'b0101: out <= ina >> inb;
            4'b0110: out <= ina - inb;
            4'b0111: out <= (ina < inb) ? 32'b1 : 32'b0;
            4'b1000: out <= ($signed(ina) < $signed(inb)) ? 32'b1 : 32'b0;
            4'b1001: out <= ina >>> inb[4:0];
            default: out <= 32'b0;
        endcase 
    end        
    assign zero = (out == 32'b0)? 1'b1 : 1'b0;    
endmodule
`timescale 1ns / 1ps
module ALUcontrol(input [1:0] ALUop,  
                  input [6:0] funct7,
                  input [2:0] funct3,
                  output reg [3:0] ALUinput);  
always@(ALUop,funct7,funct3) begin
        casex({ALUop,funct7,funct3})
            12'b00xxxxxxxxxx: ALUinput = 4'b0010;  
            12'b100000000000: ALUinput = 4'b0010;  
            12'b100100000000: ALUinput = 4'b0110;  
            12'b100000000111: ALUinput = 4'b0000;  
            12'b11xxxxxxx110: ALUinput = 4'b0001;  
            12'b100000000110: ALUinput = 4'b0001;  
            12'b100000000100: ALUinput = 4'b0011;  
            12'b1x000000x101: ALUinput = 4'b0101;  
            12'b1x000000x001: ALUinput = 4'b0100;  
            12'b1x010000x101: ALUinput = 4'b1001;  
            12'b100000000011: ALUinput = 4'b0111;  
            12'b100000000010: ALUinput = 4'b1000;  
            12'b01xxxxxxx00x: ALUinput = 4'b0110;  
            12'b01xxxxxxx10x: ALUinput = 4'b1000;  
            12'b01xxxxxxx11x: ALUinput = 4'b0111;  
        endcase 
    end
endmodule
`timescale 1ns / 1ps
module EX(input [31:0] IMM_EX,            
          input [31:0] REG_DATA1_EX,     
          input [31:0] REG_DATA2_EX,      
          input [31:0] PC_EX,            
          input [2:0] FUNCT3_EX,          
          input [6:0] FUNCT7_EX,         
          input [4:0] RD_EX,             
          input [4:0] RS1_EX,            
          input [4:0] RS2_EX,            
          input RegWrite_EX,             
          input MemtoReg_EX,
          input MemRead_EX,              
          input MemWrite_EX,             
          input [1:0] ALUop_EX,          
          input ALUSrc_EX,                
          input Branch_EX,                
          input [1:0] forwardA, forwardB,  
          input [31:0] ALU_DATA_WB,       
          input [31:0] ALU_OUT_MEM,       
          output ZERO_EX,                
          output [31:0] ALU_OUT_EX,      
          output [31:0] PC_Branch_EX,    
          output [31:0] REG_DATA2_EX_OUT);   
wire [31:0] mux1_out, mux2_out, mux3_out, add_out_EX;
wire [3:0] ALU_control_out;
mux41 mux41_1(REG_DATA1_EX, ALU_DATA_WB, ALU_OUT_MEM, 0, forwardA, mux1_out); 
mux41 mux41_2(REG_DATA2_EX, ALU_DATA_WB, ALU_OUT_MEM, 0, forwardB, mux2_out);    
assign REG_DATA2_EX_OUT = mux2_out;
mux2_1 mux21_1(mux2_out, IMM_EX,  ALUSrc_EX, mux3_out);
ALUcontrol alu_control(ALUop_EX, FUNCT7_EX, FUNCT3_EX,  ALU_control_out);
ALU alu( ALU_control_out, mux1_out, mux3_out, ZERO_EX, ALU_OUT_EX);
adder adder_1(PC_EX, IMM_EX, PC_Branch_EX);
endmodule
`timescale 1ns / 1ps
module mux41(input[31:0] ina,inb,inc,ind,
             input[1:0] sel,
             output reg[31:0] out);
always@(*) begin
    case(sel)
      2'b00: out = ina;
      2'b01: out = inb;
      2'b10: out = inc;
      2'b11: out = ind;
    endcase
  end
endmodule
```
**constraint.sdc**
```tcl
current_design EX

set clk_period 19.4
set clk_io_pct 0.2

create_clock -name clk0 -period $clk_period

set non_clock_inputs [all_inputs -no_clocks]
set_input_delay [expr $clk_period * $clk_io_pct] -clock clk0 $non_clock_inputs
set_output_delay [expr $clk_period * $clk_io_pct] -clock clk0 [all_outputs]
```
**run.sh**
```bash
#!/bin/bash
# OpenROAD 26Q1-2900-gdf79404cd8, Yosys 0.63+post, stock flow scripts
make -C /OpenROAD-flow-scripts/flow DESIGN_CONFIG=/design/flow/config.mk WORK_HOME=/design/flow/orfs finish
```
**config.mk**
```make
export PLATFORM = sky130hd
export DESIGN_NAME = EX
export DESIGN_NICKNAME = EX
export VERILOG_FILES = /design/flow/design.v
export SDC_FILE = /design/flow/constraint.sdc
export NUM_CORES = 4
export LEC_CHECK = 1
export CORE_UTILIZATION = 40
```
==> impl_metrics.prom <==
# HELP chip_impl_metric Synthesis and place-and-route metrics
# TYPE chip_impl_metric gauge
chip_impl_metric{name="synth_xor_xnor_area_share",unit=""} 0.0263
chip_impl_metric{name="power_switching",unit="W"} 0.000392
chip_impl_metric{name="first_global_vias",unit=""} 15300
chip_impl_info{name="setup_crit_start",value="forwardB[1]"} 1
chip_impl_metric{name="fraction_of_power_consumed_by_combinational_cells",unit=""} 0.998
chip_impl_metric{name="crit_path_max_fanout",unit=""} 41
chip_impl_metric{name="fmax",unit="MHz"} 65.0
chip_impl_info{name="leading_register_cell_type_out_of_synthesis",value="dlxtn_1"} 1
chip_impl_info{name="post_synth_main_logic_family",value="AND-OR/OR-AND gates"} 1
chip_impl_metric{name="power.clock.fraction",unit=""} 0
chip_impl_metric{name="worst_ep_arrival_time",unit="ns"} 11.51
chip_impl_metric{name="max-vdd-ir-drop",unit="mV"} 0.0222
chip_impl_metric{name="p_int",unit="W"} 0.000289
chip_impl_metric{name="die_x",unit="um"} 180
chip_impl_metric{name="rows",unit=""} 64
chip_impl_metric{name="i_o_pins",unit=""} 326
chip_impl_metric{name="holdWs",unit="ns"} 8.68
chip_impl_metric{name="cts_repair_resize_count",unit=""} 0
chip_impl_metric{name="hold_fails_final_rpt",unit=""} 0
chip_impl_metric{name="min_period_over_period",unit=""} 0.793
chip_impl_metric{name="preCtsSetupSlack",unit="ns"} 4.24
chip_impl_metric{name="synth.area.mux_share",unit=""} 0.211
chip_impl_metric{name="post_route_cells_drive_above_1_share",unit=""} 0.0603
chip_impl_info{name="rsz0062_at_grt",value="no"} 1
chip_impl_metric{name="p_sw_frac",unit=""} 0.575
chip_impl_metric{name="grt_util_all_layers",unit=""} 0.418
chip_impl_metric{name="untimed_endpoints",unit=""} 4
chip_impl_metric{name="fillers",unit=""} 2972
chip_impl_info{name="min-delay-path-class",value="input pin to output pin"} 1
chip_impl_info{name="run_status",value="completed"} 1
chip_impl_metric{name="route.final.wire_length",unit="um"} 68700
chip_impl_metric{name="layout.area.comb",unit="mm^2"} 0.0116
chip_impl_info{name="mostFrequentLayoutCell",value="clkdlybuf4s50_1"} 1
chip_impl_metric{name="yosysUniqueCellTypes",unit=""} 96
chip_impl_metric{name="yosys_cells",unit=""} 1809
chip_impl_metric{name="timing_worst_slew_pin_value",unit="ns"} 1.06
chip_impl_metric{name="unclocked_regs",unit=""} 4
chip_impl_metric{name="synth_cells",unit=""} 1809
chip_impl_metric{name="synth.cell_area",unit="mm^2"} 0.0127
chip_impl_info{name="timing.critical_path.to",value="ZERO_EX"} 1
chip_impl_metric{name="portBuffers",unit=""} 306
chip_impl_metric{name="drc",unit=""} 0
chip_impl_metric{name="synth_flops",unit=""} 4
chip_impl_metric{name="total_of_hold_buffers_inserted_after_clock_tree_synthesis",unit=""} 0
chip_impl_metric{name="dieArea",unit="mm^2"} 0.0324
chip_impl_metric{name="post_synthesis_compound_gate_area_fraction",unit=""} 0.355
chip_impl_info{name="top_cells_by_area",value="mux2i_1 18%, ha_1 13%, nor2_1 5.1%, a21oi_1 4.1%, o21ai_0 4.1%"} 1
chip_impl_metric{name="first_pass_grt_wire_length",unit="um"} 101000
chip_impl_metric{name="antenna_violations_before_repair",unit=""} 1
chip_impl_metric{name="floorplan.initialDensity",unit=""} 0.410
chip_impl_metric{name="post_synth.cell_area_avg",unit="um^2"} 7.00
chip_impl_metric{name="placeableCoreArea",unit="mm^2"} 0.0309
chip_impl_metric{name="largest_register_ffs",unit=""} 4
chip_impl_metric{name="placer_s_final_routability_congestion_estimate",unit=""} 1.10
chip_impl_metric{name="largest_net_degree_at_the_start_of_global_routing",unit=""} 55
chip_impl_info{name="criticalPathCategory",value="input pin to output pin"} 1
chip_impl_metric{name="final_period_minus_worst_setup_slack",unit="ns"} 15.39
chip_impl_metric{name="required",unit="ns"} 15.52
chip_impl_metric{name="ys_chip_area",unit="mm^2"} 0.0127
chip_impl_metric{name="die-height",unit="um"} 180
chip_impl_metric{name="pwr-share-seq",unit=""} 0.002
chip_impl_metric{name="globalRoute.totalOverflow",unit=""} 0
chip_impl_metric{name="post_synth_and_or_nand_nor_area_fraction",unit=""} 0.193
chip_impl_metric{name="leakage",unit="nW"} 6.85
chip_impl_metric{name="warning_count",unit=""} 116
chip_impl_metric{name="regArea",unit="um^2"} 61.3
chip_impl_metric{name="drt-wirelength-per-cell",unit="um"} 28.0
chip_impl_metric{name="timing.final.setup_violations",unit=""} 0
chip_impl_metric{name="areaGrowthSynthToFinish",unit="%"} 27.1
chip_impl_metric{name="fin_util",unit=""} 0.521
chip_impl_metric{name="postCtsSetupRepairBufs",unit=""} 0
chip_impl_metric{name="adder_share",unit=""} 0.130
chip_impl_metric{name="post_drt_via_cell_ratio",unit=""} 6.70
chip_impl_metric{name="yosys_warnings",unit=""} 4
chip_impl_info{name="worstSetupEndpointType",value="output pin"} 1
chip_impl_metric{name="final_max_slew_viol_count",unit=""} 0
chip_impl_metric{name="post-route-worst-setup-slack",unit="ns"} 4.01
chip_impl_info{name="top_cells_excl_fill_tap",value="304 x clkdlybuf4s50_1, 226 x mux2i_1, 171 x nor2_1"} 1
chip_impl_metric{name="num_vias",unit=""} 16400
chip_impl_metric{name="yosysTopAreaCellShare",unit=""} 0.179
chip_impl_metric{name="slew_hr",unit=""} 0.290
chip_impl_metric{name="detailedRoute.firstPassIterationCount",unit=""} 21
chip_impl_info{name="synth.largest_area_cell",value="mux2i_1"} 1
chip_impl_metric{name="enable_flop_cells",unit=""} 0
chip_impl_metric{name="drv_cap",unit=""} 0
chip_impl_metric{name="dr.first_iter.drc_count",unit=""} 1859
chip_impl_info{name="timing.critical_path.from_type",value="input pin"} 1
chip_impl_metric{name="synth_async_reset_ratio",unit=""} 0
chip_impl_metric{name="route.antenna.remaining_nets",unit=""} 0
chip_impl_metric{name="hpwlAfterDp",unit="um"} 55200
chip_impl_metric{name="totalNegativeSetupSlack",unit="ns"} 0
chip_impl_metric{name="pwr_density_cell",unit="mW/mm^2"} 42.3
## per-stage QoR
step / cells / total power, W / cell area [um^2]
6_report: 2452 / 0.000681 / 16100
5_1_grt: 2452 / 0.000722 / 16100
4_1_cts: 2451 / 0.000660 / 16100
3_5_place_dp: 2451 / 0.000657 / 16100
3_3_place_gp: 2451 / 0.000657 / 16100
2_1_floorplan: 1809 / 0.000377 / 12700
## how the worst min path moves through the flow
stage	from	end	cells after the start
after CTS	forwardB[0]	REG_DATA2_EX_OUT[0]	4
final	forwardB[0]	REG_DATA2_EX_OUT[26]	4
after global routing	forwardB[0]	REG_DATA2_EX_OUT[26]	4
## worst max-delay path, cell delays in order
cell	delay (ns)
clkdlybuf4s50_1	0.46
buf_4	0.41
nor2b_2	0.39
buf_4	0.40
o2bb2ai_1	0.28
mux2i_1	0.37
ha_1	0.50
nor2_1	0.11
a211o_1	0.34
or3_1	0.33
a31oi_2	0.35
nor4_2	0.13
a211o_1	0.34
a311oi_1	0.59
o21bai_1	0.10
a2111oi_0	0.41
a31oi_1	0.23
or4_1	0.72
nor4_1	0.32
and4bb_1	0.29
clkdlybuf4s50_1	0.47
## routing by layer
layer	vias to the layer above	global-route usage	share of wire
met5	-	0	0
met4	0	0.210	0.062
met3	215	0.0984	0.12
met2	1086	0.617	0.42
met1	7720	0.570	0.40
li1	7413	-	-
## logic make-up (layout without fill, tap and decap cells)
group / count (synthesis) / after routing
AOI/OAI and AO/OA: 630 / 630
and+or+nand+nor: 519 / 519
muxes: 255 / 255
buffers and inverters: 233 / 479
adders and majority gates: 130 / 130
xor gates and xnor gates: 38 / 38
latches: 4 / 4
other: 0 / 1
## layout make-up
| cell class | instances | area share |
|---|---|---|
| inverter | 114 | 0.0269 |
| multi-input combinational | 1572 | 0.721 |
| antenna | 1 | 0.000155 |
| sequential | 4 | 0.00381 |
| tap | 396 | 0.0308 |
| timing repair buffer | 365 | 0.217 |
## synthesized netlist by cell type (23+ instances only)
library cell / count
xnor2_1: 29
o2bb2ai_1: 47
nand3_1: 32
buf_2: 28
inv_1: 109
o21ai_0: 105
a221oi_1: 23
nor3_1: 44
a21o_1: 24
a22oi_1: 27
o22ai_1: 38
clkbuf_1: 63
nor2_1: 171
ha_1: 127
a211oi_1: 28
nand2_1: 137
mux2i_1: 227
a21oi_1: 105
## power by group through the flow
stage	Clock, W	Sequential (W)	Combinational, W
CTS	0	0.00000108	0.000659
global route	0.00000000000690	0.00000114	0.000721
finish	0.00000000000690	0.00000111	0.000680
Power is estimated from default activity; no workload was simulated.
