==> design/flow/design.v <==
`timescale 1ns / 1ps
module ID_EX(input clk,
             input reset,
             input ID_EX_write,
             input [31:0] IMM_ID,
             input [31:0] REG_DATA1_ID,
             input [31:0] REG_DATA2_ID,
             input [31:0] PC_ID,
             input [2:0] FUNCT3_ID,
             input [6:0] FUNCT7_ID,
             input [4:0] RD_ID,
             input [4:0] RS1_ID,
             input [4:0] RS2_ID,
             input RegWrite_ID,
             input MemtoReg_ID,
             input MemRead_ID,
             input MemWrite_ID,
             input [1:0] ALUop_ID,
             input ALUSrc_ID,
             input Branch_ID, 
             output reg [31:0] IMM_EX,   
             output reg [31:0] REG_DATA1_EX, 
             output reg [31:0] REG_DATA2_EX,
             output reg [31:0] PC_EX,
             output reg [2:0] FUNCT3_EX,
             output reg [6:0] FUNCT7_EX,  
             output reg [4:0] RD_EX,
             output reg [4:0] RS1_EX, 
             output reg [4:0] RS2_EX, 
             output reg RegWrite_EX, 
             output reg MemtoReg_EX,
             output reg MemRead_EX,
             output reg MemWrite_EX, 
             output reg [1:0] ALUop_EX, 
             output reg ALUSrc_EX, 
             output reg Branch_EX); 
 always@(posedge clk) begin
   if (reset) begin 
         IMM_EX <= 32'b0;
         REG_DATA1_EX <= 32'b0;
         REG_DATA2_EX <= 32'b0;
         PC_EX <= 32'b0;
         FUNCT3_EX <= 3'b0;
         FUNCT7_EX <= 7'b0;
         RD_EX <= 5'b0;
         RS1_EX <= 5'b0;
         RS2_EX <= 5'b0;
         RegWrite_EX <= 0;
         MemtoReg_EX <= 0;
         MemRead_EX <= 0;
         MemWrite_EX <= 0;
         ALUop_EX <= 2'b0;
         ALUSrc_EX <= 0;
         Branch_EX <= 0;
   end 
   else begin 
     if (ID_EX_write) begin 
         IMM_EX <= IMM_ID;
         REG_DATA1_EX <= REG_DATA1_ID;
         REG_DATA2_EX <= REG_DATA2_ID;
         PC_EX <= PC_ID;
         FUNCT3_EX <= FUNCT3_ID;
         FUNCT7_EX <= FUNCT7_ID;
         RD_EX <= RD_ID;
         RS1_EX <= RS1_ID;
         RS2_EX <= RS2_ID;
         RegWrite_EX <= RegWrite_ID;
         MemtoReg_EX <= MemtoReg_ID;
         MemRead_EX <= MemRead_ID;
         MemWrite_EX <= MemWrite_ID;
         ALUop_EX <= ALUop_ID;
         ALUSrc_EX <= ALUSrc_ID;
         Branch_EX <= Branch_ID;
       end
   end 
end             
endmodule
==> design/flow/run.sh <==
#!/bin/bash
# OpenROAD 26Q1-2900-gdf79404cd8, Yosys 0.63+post, stock flow scripts
make -C /OpenROAD-flow-scripts/flow DESIGN_CONFIG=/design/flow/config.mk WORK_HOME=/design/flow/orfs finish
==> design/flow/config.mk <==
export PLATFORM = sky130hd
export DESIGN_NAME = ID_EX
export DESIGN_NICKNAME = ID_EX
export VERILOG_FILES = /design/flow/design.v
export SDC_FILE = /design/flow/constraint.sdc
export NUM_CORES = 4
export LEC_CHECK = 1
export CORE_UTILIZATION = 30
==> design/flow/constraint.sdc <==
current_design ID_EX

set clk_period 1.0
set clk_io_pct 0.2

create_clock -name clk0 -period $clk_period [get_ports {clk}]

set non_clock_inputs [all_inputs -no_clocks]
set_input_delay [expr $clk_period * $clk_io_pct] -clock clk0 $non_clock_inputs
set_output_delay [expr $clk_period * $clk_io_pct] -clock clk0 [all_outputs]
==> impl_metrics.ini <==
; physical design summary
[run_status]
status = finished, violations left
violations = setup timing

[detailed_routing]
drcViolationCount = 0
drt-total-wl_um = 16140
vias = 4755
drtIter0Drc = 106
drt-pass1-iter-count = 4
vias_per_cell = 4.327
antennaDiodeCount = 0
drtAntennaViolNets = 0
routedWlPerCell_um = 14.69

[floorplanning]
core_um2 = 18770
die-area_um2 = 19810
fp-row-count = 50
ios = 325
die_h_um = 140.7
fp-utilization_pct = 30.77
die_x_um = 140.7

[placed_design]
io_buffers = 324
place_congestion = 0.7811
dpl.cell_count = 1064
dpl.hpwl_um = 11690
dp_slack_ns = -0.08884

[timing]
worst_slack_ns = -0.04537
final.setup_skew_ns = 0
slew_viol_final = 0
timing.final.crit_share_pct = 104.5
worst_pin_slew_ns = 0.2431
setup_viol = 161
slew_headroom_pct = 83.79
hold_viol_final = 0
fmax_mhz = 956.6
timing.hold.ws_ns = 0.1273
rsz0062_at_grt = yes
fin_crit_ns = 1.045

[global_route]
first_global_vias = 4603
grt_pass1_wl_um = 24730
grtUsageTotal_pct = 16.29
grt_max_degree = 45
overflow = 0
antenna_found_initial = 0

[cts]
clkTransAtPathRegs_ns = 0.06
root_buffer = clkbuf_16
cts_sinks = 161
numCtsBuffers = 17
h-tree-depth = 4
cts_max_path_buffers = 2
cts_hold_buffers = 0
clock_latency_ns = 0.41
cts_tree = yes

[power]
powerDensity_nw_per_um2 = 1668
p_switching_uw = 3487
p_sw_share_pct = 22.37
power.leakage_uw = 0.004547
power.total_uw = 15590
power_frac_seq_pct = 45.3
internal_power_uw = 12100
combPwrFrac_pct = 12.7
clockPowerShare_pct = 42.1
ir_drop_uv = 1115

[synth]
synth_top_area_share_pct = 55.82
syn_inst = 519
synth_seq_share_pct = 55.82
synth_area_um2 = 5774
synth.avg_cell_area_um2 = 11.13
ys_ff = 161
yosys_area_um2 = 5774
ys_warn_count = 1
ys_cells = 519
yosysUniqueCellTypes = 8
top_area_cell = dfxtp_1
synthTopCellsByArea = dfxtp_1 56%, mux2i_1 28%, nor2_1 10%, buf_12 3.1%, buf_4 1.0%

[flow_run]
cap_violations = 0
warning_count = 27

[final_layout]
syn_to_final_growth_pct = 61.86
final_util_pct = 49.80
drive_gt1_share_pct = 44.05
fill_cells = 1667
instances_no_fill = 1099

[worst_setup_path]
path_max_fanout = 2
slowest_stage = dfxtp_2
cp_data_required_time_ns = 0.80
crit_type = reg2out
crit_arrival_ns = 0.85
worst-path-buf-inv = 1
cp-end-kind = output pin
r2r_cells = 3
path_delay_family = flip-flops
path_depth = 1
critPathMaxStageDelay_ns = 0.32
startpoint_type = flip-flop
cp_cell_sequence = buf_2

[worst_hold_path]
hp-class = in2reg
hold_depth = 2
-- area by class of cell --
type                            count  area, µm²  area share [%]
Timing Repair Buffer              352       2824           30.21
Multi-Input combinational cell    322       2216           23.71
Clock buffer                       18      429.2           4.592
Tap cell                          234      292.8           3.133
Sequential cell                   161       3425           36.64
Clock inverter                     12      160.2           1.714
-- registers in the layout, indices dropped and copies added, names as in the netlist --
name          flops
MemtoReg_EX       1
FUNCT7_EX         7
REG_DATA1_EX     32
RegWrite_EX       1
MemRead_EX        1
ALUSrc_EX         1
FUNCT3_EX         3
RS1_EX            5
RD_EX             5
ALUop_EX          2
IMM_EX           32
REG_DATA2_EX     32
MemWrite_EX       1
Branch_EX         1
RS2_EX            5
PC_EX            32
-- stage by stage --
step	area (µm²)	TNS (ns)
2_1_floorplan	5774	0
3_3_place_gp	9249	-3.762
3_5_place_dp	9249	-5.586
4_1_cts	9264	-8.662
5_1_grt	9346	-11.90
6_report	9346	-4.953
-- synth_stat cells --
cell,n
clkbuf_1,8
buf_12,9
dfxtp_1,161
buf_8,1
buf_2,10
buf_4,8
mux2i_1,161
nor2_1,161
-- path summary, 6_finish.rpt --
kind                       endpoint              startpoint  slack [ns]
max reg2reg  ALUSrc_EX$_SDFFE_PP0P_  ALUSrc_EX$_SDFFE_PP0P_        0.27
max                        PC_EX[0]   PC_EX[0]$_SDFFE_PP0P_       -0.05
min reg2reg  PC_EX[12]$_SDFFE_PP0P_  PC_EX[12]$_SDFFE_PP0P_        0.48
min          PC_EX[24]$_SDFFE_PP0P_                   reset        0.13
-- metal layers --
metal,wire length (µm),global-route usage [%],vias to the layer above
met5,0,0,-
met4,161,1.487,0
met3,2017,8.062,11
met2,7189,25.56,227
met1,6773,21.33,2132
li1,-,-,2385
-- cell families after synthesis --
kind of cell	count (synthesis)	share of synthesized area (%)
AND/OR/NAND/NOR	161	10.47
multiplexers	161	27.91
buffers and inverters	36	5.807
flip-flops	161	55.82
-- power groups by stage --
stage	Clock [µW]	Combinational, µW	Sequential, µW
4_1_cts	6730	1980	7050
5_1_grt	7050	2160	7100
6_report	6560	1980	7060
-- cell usage in the layout, fill, tap and decap left out, types with 4 or more instances in the layout --
master / count
dfxtp_2: 161
mux2i_1: 161
nor2_1: 161
clkdlybuf4s50_1: 161
buf_2: 149
buf_4: 21
clkbuf_16: 17
buf_6: 12
buf_12: 8
clkinvlp_4: 4
-- what timing repair did --
item,CTS,global route
setup endpoints to repair,161,161
buffers inserted,4,1
gates resized,666,12
hold endpoints to repair,0,0
Power and IR drop assume default switching activity.
